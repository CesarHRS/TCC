===== constraint.sdc =====
current_design lfsr64

set clk_period 2.0
set clk_io_pct 0.2

create_clock -name clk0 -period $clk_period [get_ports {clk}]

set non_clock_inputs [all_inputs -no_clocks]
set_input_delay [expr $clk_period * $clk_io_pct] -clock clk0 $non_clock_inputs
set_output_delay [expr $clk_period * $clk_io_pct] -clock clk0 [all_outputs]

===== run.sh =====
#!/bin/bash
# OpenROAD 26Q1-2900-gdf79404cd8, Yosys 0.63+post, stock flow scripts
make -C /OpenROAD-flow-scripts/flow DESIGN_CONFIG=/design/flow/config.mk WORK_HOME=/design/flow/orfs finish

===== config.mk =====
export PLATFORM = sky130hd
export DESIGN_NAME = lfsr64
export DESIGN_NICKNAME = lfsr64
export VERILOG_FILES = /design/flow/design.v
export SDC_FILE = /design/flow/constraint.sdc
export NUM_CORES = 4
export LEC_CHECK = 1
export CORE_UTILIZATION = 30

===== design.v =====
module lfsr64 (
    input  logic        clk,
    input  logic        rst,
    input  logic        enable,
    output logic [63:0] state
);
    always_ff @(posedge clk or posedge rst) begin
        if (rst) begin
            state <= 64'h123456789ABCDEF;   
        end else if (enable) begin
            logic feedback;
            feedback = state[63] ^ state[62] ^ state[60] ^ state[59];
            state <= {feedback, state[63:1]};
        end
    end
endmodule

==> results_slide.txt <==
Flow Results at a Glance

Outcome
  – Status: finished clean

Synthesis
  – Top cell type's share of synthesized area: 0.3411
  – Cell type with the largest total area: dfstp_2
  – Async S/R FF share, synth: 1.000
  – Most numerous cell in the Yosys netlist: mux2_2
  – Post-synth EDFFs: 0
  – Synth Instances: 141
  – Yosys cell types: 11
  – Ys flops: about 64
  – Yosys stat chip area: around 2500 sq um
  – Top cells by area: dfstp_2 34%, dfrtp_1 32%, mux2_2 28%, buf_6 2.7%, xor2_1 0.71%
  – Sequential share of the synthesized area: 0.6660
  – Yosys Instances: around 140
  – Syn Area/Cell: around 17 sq um
  – Synth Warn #: 1
  – Synth Cell Area: approximately 2500 sq um
  – Dominant flop cell: dfstp_2
  – Post-synth top cells: 62 x mux2_2, 32 x dfrtp_1, 32 x dfstp_2

Min path
  – Hold Path Class: input port to asynchronous set/reset pin

Die
  – Initial Utilization: 0.3141
  – Chip area: between 8000 and 9000 sq um
  – Die Wd: between 90 and 100 um
  – I/O pins: 67
  – Die height: just over 90 um
  – Core Area: approximately 7800 sq um
  – # rows: 32

Worst setup path
  – CP max stage delay: between 0.5 and 0.6 ns
  – Worst Path Buf+Inv: 1
  – Worst reg2reg path endpoint: state[63]$_DFFE_PP0P_
  – Reg2Reg Depth: 3
  – WP depth: 1
  – Launching point of the worst reg2reg path: state[60]$_DFFE_PP0P_
  – CP max-delay cell: dfstp_2
  – Max Fanout on Critical Path: 3
  – Critical path launch point type: register
  – CP arrival: roughly 1.4 ns
  – Critical Path Sink: state[31]
  – Ordered cell list for the critical path: clkdlybuf4s50_1
  – Crit path kind: register to output pin
  – Crit. End Element: output pin
  – R2R Setup Slk: between 0.9 and 1 ns
  – CP startpoint: state[31]$_DFFE_PP1P_
  – Critical path required time: roughly 1.6 ns
  – CP top delay family: flip-flops

Pwr
  – Design Power: between 2 and 3 mW
  – Power Dens Cells: between 700 and 800 nW/um^2
  – Peak supply drop: 0.0003353 V
  – Gate power share: 0.078
  – P_int: 2.074 mW
  – Net Switching: ~550 uW
  – Seq pwr share: 0.534
  – Clock Power Share: 0.388
  – Leak pwr: around 1.5 nW
  – Sw Share: 0.2101

STA
  – Crit share post-route: 0.8790
  – Final setup vio count: 0
  – Normalized max-slew margin: 0.7740
  – RSZ-0062 raised after global routing: no
  – Final hold viol count: 0
  – Slew Limit Fails: 0
  – Final setup TNS: 0 ns
  – Worst Skew: between 0.008 and 0.009 ns
  – Tightest Pin Transition: around 0.34 ns
  – Fin crit period: 1.758 ns
  – Fmax: roughly 0.57 GHz

Route
  – Diode count: 0
  – Drt wl/cell: 12.85 um
  – Residual DRC: 0
  – Antenna-violating nets left: 0
  – Vias after detailed routing: 1367
  – TritonRoute pass-1 iters: 3
  – Detailed Route WL: between 4000 and 5000 um
  – Vias/cell: about 4.3
  – DR iter-0 viols: 18

Global route
  – Initial antenna violation count: 0
  – Global Route Usage Sum: 0.1011
  – GRT overflow: 0
  – Vias in the first global route: about 1300
  – First-pass GRT wire length: 6762 um
  – Largest net degree at the start of global routing: around 66

Place
  – DP HPWL: 2614 um
  – Number of port buffers: 66
  – GP Congestion: approximately 0.73
  – Dpl cell area: about 3200 sq um

Clock network
  – TritonCTS Sinks: 64
  – CTS buffer count: 9
  – H-tree depth: 3
  – Root buffer cell: clkbuf_8
  – Clock transition at path regs: around 0.070 ns
  – Clk buf depth: 2
  – CTS tree: built
  – Skew-Pair Late Insertion Delay: between 0.3 and 0.4 ns
  – Buffer count from post-CTS setup fixing: 0
  – Hold Buf Count CTS: 0
  – Resize count post-CTS: 0

Final layout
  – Layout cells sized above 1: 0.5092
  – Final std cell area, no fill: around 3400 sq um
  – Number of flip-flops in the largest register: 64
  – Area growth syn-to-layout: 37.66%
  – Largest Register: state
  – Largest regs: state x64

Run
  – Tool Warnings: 25
  – Max-cap violations: 0
worst min-delay path by stage:
stage | from | cells after the start | slack (ns) | endpoint
after CTS | rst | 3 | 0.45 | state[18]$_DFFE_PP0P_
after global routing | rst | 3 | 0.48 | state[20]$_DFFE_PP0P_
final | rst | 3 | 0.44 | state[20]$_DFFE_PP0P_
cell families after synthesis:
logic type,share of synthesized area
mux,0.2873
compound gates,0.002029
simple gates,0.004061
flops,0.6660
xor+xnor,0.007108
buf+inv,0.03350
cell type report:
| type | instances | area, sq um |
|---|---|---|
| fillers | 756 | 4454 |
| clock inverters | 4 | 45.04 |
| clock buffers | 12 | 135.1 |
| repair buffers | 68 | 695.7 |
| multi-input cells | 68 | 740.7 |
| well taps | 102 | 127.6 |
| inverters | 2 | 7.507 |
| flip-flops and latches | 64 | 1642 |
tightest hold or removal path, delay by kind of cell:
kind / cells / cell delay (ns)
buffers and inverters: 3 / 0.77
power by group through the flow:
stage     Clock, mW  Sequential [mW]  Combinational, mW
4_1_cts        1.08             1.40              0.212
5_1_grt        1.13             1.41              0.223
6_report       1.02             1.40              0.205
per-layer routing:
layer	part of all wire	wire, um	global-route usage	vias up
met4	0.023	93	0.02692	0
met5	0	0	0	-
met3	0.040	163	0.02005	7
met2	0.47	1922	0.1469	31
li1	-	-	-	636
met1	0.47	1932	0.1613	693
placed cells by master (no fill, tap or decap):
cell type        instances
o21ai_0                  1
mux2i_1                  1
buf_12                   2
nand2_1                  1
xor2_1                   2
clkinv_2                 3
mux2_2                  62
inv_2                    1
clkdlybuf4s50_1         65
clkbuf_1                 3
dfrtp_1                 32
dfstp_2                 32
inv_1                    1
bufinv_16                1
clkbuf_8                 9
buf_2                    1
nand2b_1                 1
metrics by stage:
| step | cells | hold WS (ns) | util | setup slack, ns |
|---|---|---|---|---|
| CTS | 320 | 0.4476 | 0.4324 | 0.2020 |
| detailed placement | 304 | 0.4910 | 0.4094 | 0.5936 |
| global route | 320 | 0.4847 | 0.4324 | 0.1794 |
| global placement | 304 | 0.4870 | 0.4094 | 0.5844 |
| floorplan | 141 | 0.4362 | - | 0.05486 |
| finish | 320 | 0.4434 | 0.4324 | 0.2421 |
No activity file was given, so power comes from the tool's default toggle rates.
