<file path="./design.v">
module display (
    input  logic [3:0] hex_digit,
    output logic [6:0] segments
);
    always_comb begin
        case (hex_digit)
            4'h0: segments = 7'b1000000;
            4'h1: segments = 7'b1111001;
            4'h2: segments = 7'b0100100;
            4'h3: segments = 7'b0110000;
            4'h4: segments = 7'b0011001;
            4'h5: segments = 7'b0010010;
            4'h6: segments = 7'b0000010;
            4'h7: segments = 7'b1111000;
            4'h8: segments = 7'b0000000;
            4'h9: segments = 7'b0010000;
            default: segments = 7'b1111111;
        endcase
    end
endmodule
module hill_climbing #(
    parameter int N_BITS = 1024
) (
    input  logic clk,
    input  logic clk_enable,
    input  logic rst_n,
    input  logic start,
    output logic [11:0] best_fitness, 
    output logic [N_BITS-1:0] best_solution,
    output logic running,
    output logic done
);
    logic [N_BITS-1:0] current_solution;
    logic [11:0] current_fitness;
    logic [9:0] random_bit_index;
    logic [63:0] lfsr_reg;
    logic new_bit;
    assign new_bit = lfsr_reg[63] ^ lfsr_reg[62] ^ lfsr_reg[60] ^ lfsr_reg[59];
    always_ff @(posedge clk or negedge rst_n) begin
        if (!rst_n)
            lfsr_reg <= 64'hDEAD_BEEF_CAFE_BABE; 
        else
            lfsr_reg <= {lfsr_reg[62:0], new_bit};
    end
    assign random_bit_index = lfsr_reg[9:0]; 
    always_ff @(posedge clk or negedge rst_n) begin
        if (!rst_n) begin
            current_solution <= '0;
            best_solution    <= '0;
            current_fitness  <= '0;
            best_fitness     <= '0;
            running          <= 1'b0;
            done             <= 1'b0;
        end else begin
            if (start && !running) begin
                current_solution <= '0; 
                best_solution    <= '0;
                current_fitness  <= '0;
                best_fitness     <= '0;
                running          <= 1'b1;
                done             <= 1'b0;
            end 
            else if (running && clk_enable) begin
                if (current_solution[random_bit_index] == 1'b0) begin
                    current_solution[random_bit_index] <= 1'b1;
                    best_solution[random_bit_index]    <= 1'b1; 
                    current_fitness <= current_fitness + 1'b1;
                    best_fitness    <= current_fitness + 1'b1;
                end
                if (best_fitness == N_BITS || current_fitness == N_BITS) begin
                    running <= 1'b0;
                    done    <= 1'b1;
                end
            end
        end
    end
endmodule
module one_max(
    input  logic CLOCK_50,
    input  logic [17:0] SW,     
    output logic [6:0] HEX0, HEX1, HEX2, HEX3,
    output logic [6:0] HEX4, HEX5, HEX6, HEX7,
    output logic [8:0] LEDG,   
    output logic [17:0] LEDR );
    logic rst_n;
    logic start_pulse;
    logic sw0_reg, sw0_reg_prev;
    assign rst_n = SW[17];
    logic [17:0] clk_div_counter;
    logic slow_clk_enable;
    always_ff @(posedge CLOCK_50 or negedge rst_n) begin
        if (!rst_n) begin
            clk_div_counter <= '0;
            slow_clk_enable <= 1'b0;
        end else begin
            if (clk_div_counter >= 250000) begin 
                clk_div_counter <= '0;
                slow_clk_enable <= 1'b1; 
            end else begin
                clk_div_counter <= clk_div_counter + 1;
                slow_clk_enable <= 1'b0;
            end
        end
    end
    always_ff @(posedge CLOCK_50 or negedge rst_n) begin
        if (!rst_n) begin
            sw0_reg      <= 1'b0;
            sw0_reg_prev <= 1'b0;
        end else begin
            sw0_reg      <= SW[0];   
            sw0_reg_prev <= sw0_reg;  
        end
    end
    assign start_pulse = (sw0_reg == 1'b1) && (sw0_reg_prev == 1'b0);
    logic [1023:0] s_best_solution;
    logic [11:0]   s_best_fitness;
    logic          s_running;        
    logic          s_done;           
    assign LEDG[8] = s_done;       
    assign LEDG[0] = s_running;    
    assign LEDG[7:1] = 7'b0;
    assign LEDR = s_best_solution[17:0];
    hill_climbing #(
        .N_BITS(1024)
    ) hc_inst (
        .clk(CLOCK_50),
        .clk_enable(slow_clk_enable),
        .rst_n(rst_n),
        .start(start_pulse),
        .best_solution(s_best_solution),
        .best_fitness(s_best_fitness),
        .running(s_running),
        .done(s_done)
    );
    localparam int CYCLES_PER_MS = 50_000;
    reg [15:0] prescaler_count; 
    reg [3:0] ms_dig0, ms_dig1, ms_dig2; 
    reg [3:0] s_dig0, s_dig1, s_dig2, s_dig3, s_dig4; 
    always_ff @(posedge CLOCK_50 or negedge rst_n) begin
        if (!rst_n) begin
            prescaler_count <= '0;
            ms_dig0 <= '0; ms_dig1 <= '0; ms_dig2 <= '0;
            s_dig0  <= '0; s_dig1  <= '0; s_dig2  <= '0; s_dig3 <= '0; s_dig4 <= '0;
        end 
        else if (start_pulse) begin
            prescaler_count <= '0;
            ms_dig0 <= '0; ms_dig1 <= '0; ms_dig2 <= '0;
            s_dig0  <= '0; s_dig1  <= '0; s_dig2  <= '0; s_dig3 <= '0; s_dig4 <= '0;
        end
        else if (s_running && !s_done) begin
            if (prescaler_count == CYCLES_PER_MS - 1) begin
                prescaler_count <= '0;
                ms_dig0 <= ms_dig0 + 1;
                if (ms_dig0 == 9) begin
                    ms_dig0 <= 0;
                    ms_dig1 <= ms_dig1 + 1;
                    if (ms_dig1 == 9) begin
                        ms_dig1 <= 0;
                        ms_dig2 <= ms_dig2 + 1;
                        if (ms_dig2 == 9) begin
                            ms_dig2 <= 0;
                            s_dig0 <= s_dig0 + 1; 
                            if (s_dig0 == 9) begin
                                s_dig0 <= 0;
                                s_dig1 <= s_dig1 + 1;
                                if (s_dig1 == 9) begin
                                    s_dig1 <= 0;
                                    s_dig2 <= s_dig2 + 1;
                                    if (s_dig2 == 9) begin
                                        s_dig2 <= 0;
                                        s_dig3 <= s_dig3 + 1;
                                        if (s_dig3 == 9) begin
                                            s_dig3 <= 0;
                                            s_dig4 <= s_dig4 + 1;
                                            if (s_dig4 == 9) s_dig4 <= 0;
                                        end
                                    end
                                end
                            end
                        end
                    end
                end
            end else begin
                prescaler_count <= prescaler_count + 1;
            end
        end
    end
    display d0 ( .hex_digit(ms_dig0), .segments(HEX0) );
    display d1 ( .hex_digit(ms_dig1), .segments(HEX1) );
    display d2 ( .hex_digit(ms_dig2), .segments(HEX2) );
    display d3 ( .hex_digit(s_dig0),  .segments(HEX3) );
    display d4 ( .hex_digit(s_dig1),  .segments(HEX4) );
    display d5 ( .hex_digit(s_dig2),  .segments(HEX5) );
    display d6 ( .hex_digit(s_dig3),  .segments(HEX6) );
    display d7 ( .hex_digit(s_dig4),  .segments(HEX7) );
endmodule
</file>
<file path="./run.sh">
#!/bin/bash
# OpenROAD 26Q1-2900-gdf79404cd8, Yosys 0.63+post, stock flow scripts
make -C /OpenROAD-flow-scripts/flow DESIGN_CONFIG=/design/flow/config.mk WORK_HOME=/design/flow/orfs finish
</file>
<file path="./config.mk">
export PLATFORM = sky130hd
export DESIGN_NAME = one_max
export DESIGN_NICKNAME = one_max
export VERILOG_FILES = /design/flow/design.v
export SDC_FILE = /design/flow/constraint.sdc
export NUM_CORES = 4
export LEC_CHECK = 1
export CORE_UTILIZATION = 40
</file>
<file path="./constraint.sdc">
current_design one_max

set clk_period 43.4
set clk_io_pct 0.2

create_clock -name clk0 -period $clk_period [get_ports {CLOCK_50}]

set non_clock_inputs [all_inputs -no_clocks]
set_input_delay [expr $clk_period * $clk_io_pct] -clock clk0 $non_clock_inputs
set_output_delay [expr $clk_period * $clk_io_pct] -clock clk0 [all_outputs]
</file>
==> metrics.csv <==
metric;value;unit
area leader, netlist;dfrtp_1;
CTS Hold Buffers Added;0;
CTS tree;yes;
H-tree lvl count;3;
biggest cell delay along the critical path;0.69;ns
post-synth cell types;71;
Synth Seq Share;56.1;%
Die Ht;367;um
CP bufs+invs;6;
Starting DRT DRC Count;3591;
kind of cell adding the most delay to the critical path;buffers and inverters;
worst skew pair latency;0.76;ns
ys cells;5113;
Period minus WS final;11.58;ns
Starting Density;40.4;%
vias in the first global route;38617;
Avg Cell Area, Syn;10.4;um2
Vias per Instance;5.67;
period utilization;26.7;%
yosys stat chip area;53200;um2
FFs w/ async S/R, synth;100;%
remaining global-route overflow;0;
die area;134000;um2
Fill cells;11920;
relative slew slack;30.5;%
Root Buffer;clkbuf_16;
# DRC;0;
Post-synth regs;1189;
f_max;86.3;MHz
Cell area leaders;dfrtp_1 (54%), nand2_1 (9.2%), mux4_2 (8.9%), o21ai_0 (8.6%), dfstp_2 (2.3%);
vias;39172;
clk slew on worst S/H paths;0.06;ns
cell mode on critical path;buf_4;
layout cells sized above 1;12.9;%
Hold Violations, Final;0;
Worst-Margin Slew;1.03;ns
EDFF count, synth;0;
Non-Filler Instances;6906;
sequential cell area;29800;um2
Final setup viols;0;
post-cts gate resize count;0;
Pwr per Cell Area;39.0;nW/um2
post-synthesis cell count;5113;
Total Routed Length;153000;um
Wirelength per Cell;22.1;um
detailed-router iteration count before antenna repair;7;
number of logged tool warnings;86;
Setup crit end kind;asynchronous set/reset pin;
Post-DRT Antenna Nets;0;
mapped cell area;53200;um2
Critical-path top delay cell;buf_4;
Setup Fix Bufs, Post-CTS;0;
Leakage;24.8;nW
highest ir drop seen on vdd;0.0371;mV
status;completed;
GPL Wtd Cong;0.951;
placed cell area;55400;um2
required time of the critical path;44.18;ns
Dominant cell area share;53.8;%
Comb area;21500;um2
RSZ-0062 raised after global routing;false;
Fin Setup TNS;0;ns
startpoint types;primary input;
YS warnings;3;
Critical Path AT;12.36;ns
pin count of the biggest net entering global routing;156;
HP Class;register to register;
HPWL after DPL;95800;um
Final Max Tran Viols;0;
Row Count;133;
first-pass GRT wire length;240000;um
total track usage;24.2;%
final setup skew;0.0439;ns
# port buffers;78;
crit path cell chain;buf_12 > buf_12 > buf_4 > buf_4 > buf_4 > buf_4;
WS Path Type;primary input to asynchronous set/reset pin;
Post-Place Cells;6681;
num ports;102;
maximum clock path buffer count;3;
ANT cells;0;
Core ar.;132000;um2
dominant synthesized flop cell;dfrtp_1;
total clock buffers created by CTS;121;
Final Instance Area;59600;um2
CTS Sinks;1189;
area grow syn2layout;12.0;%
Die Width;367;um
Largest register FFs;1024;
MaxCap Viol Count;0;
initial antenna violation count;1;
crit-path max FO;119;
-- layout by cell type (no fill, tap or decap), types with 17 or more instances in the layout --
cell type / n
dfstp_2: 44
o21ai_1: 193
o22ai_1: 35
inv_1: 46
nand2b_1: 20
dfrtp_1: 1142
a21oi_1: 81
xor2_1: 17
clkbuf_8: 25
a22oi_1: 36
ha_1: 49
mux2i_1: 112
mux2_2: 26
clkinv_2: 35
o21ai_2: 19
nand2_1: 1304
nor3_1: 24
clkbuf_16: 125
o21ai_0: 912
buf_4: 108
mux4_2: 211
nor2_1: 144
clkdlybuf4s50_1: 77
nand3_1: 54
-- layer usage --
metal	share of wire, %	GRT usage [%]	vias to the layer above
li1	-	-	17717
met1	42	36.4	19720
met2	44	33.9	1409
met3	10	9.64	324
met4	3.8	7.27	2
met5	0.033	0.285	-
-- Yosys cell counts, types with 49 or more instances --
master       n
a21oi_1     81
buf_2      116
clkbuf_1   216
dfrtp_1   1143
ha_1        49
mux2i_1    112
mux4_2     211
nand2_1   1304
nand3_1     59
nor2_1     146
o21ai_0    913
o21ai_1    192
-- kinds of logic (layout without fill, tap and decap cells) --
| group | after synthesis | after routing | synth area share [%] |
|---|---|---|---|
| AND-OR/OR-AND | 1394 | 1394 | 14.2 |
| XOR/XNOR | 29 | 29 | 0.478 |
| adder cells (fa/ha/maj) | 49 | 49 | 1.15 |
| other | 1 | 7 | 0.00705 |
| AND/OR/NAND/NOR | 1671 | 1671 | 12.8 |
| buffers and inverters | 431 | 463 | 3.75 |
| flip-flops | 1189 | 1189 | 56.1 |
| multiplexers | 349 | 349 | 11.6 |
-- final timing paths --
check                                          start                       endpoint  slack [ns]  cells past startpoint
max in group clk0                          s_dig2[1]                        HEX5[0]       32.20                      6
worst min register to register  hc_inst.lfsr_reg[61]           hc_inst.lfsr_reg[62]        0.35                      0
worst min-delay path            hc_inst.lfsr_reg[61]           hc_inst.lfsr_reg[62]        0.35                      0
worst max-delay path                          SW[17]  hc_inst.current_solution[963]       31.82                      6
worst max register to register   hc_inst.lfsr_reg[1]  hc_inst.current_solution[799]       35.25                     15
min in group asynchronous                     SW[17]  hc_inst.current_solution[181]        7.88                      1
-- worst register-to-register path: stages (launching register included) --
cell and delay [ns]:
dfstp_4 1.02, buf_4 0.62, buf_12 0.45, buf_4 0.67
buf_4 0.50, mux2i_1 0.17, a221oi_1 0.30, o21ai_0 0.26
a311oi_1 0.87, nor4_1 0.24, or4b_1 0.59, o2111a_2 0.37
nand3_4 0.37, buf_4 0.56, buf_4 0.68, o21ai_0 0.31
-- layout make-up --
class                           count  area share, %
Sequential cell                  1189           50.0
Multi-Input combinational cell   3499           36.1
Clock buffer                      164           5.92
Tap cell                         1755           3.69
Timing Repair Buffer              190           2.82
Clock inverter                     61           1.10
Inverter                           48          0.302
-- power breakdown --
part / total, mW / switching [mW] / internal (mW) / leakage [nW]
logic: 0.111 / 0.0568 / 0.0547 / 6.30
clock network: 1.09 / 0.453 / 0.634 / 2.09
registers: 1.13 / 0.0124 / 1.12 / 16.4
-- stage by stage --
| step | utilization [%] | hold WS (ns) | total power [mW] | setup slack, ns |
|---|---|---|---|---|
| floorplan | - | 0.331 | 1.19 | 33.54 |
| global placement | 42.1 | 0.337 | 1.26 | 30.84 |
| detailed placement | 42.1 | 0.338 | 1.26 | 30.83 |
| CTS | 45.3 | 0.351 | 2.35 | 31.62 |
| global route | 45.3 | 0.357 | 2.40 | 31.18 |
| finish | 45.3 | 0.349 | 2.33 | 31.82 |
Power figures rest on the tool's default switching activity, not on a simulated workload.
